==> design/flow/design.v <==
`timescale 1ns / 1ps
module Decoder4to16(in,out);
	input [3:0] in;									
	output reg [15:0] out;				         
	always @ *
	begin
	case (in)							              
		4'b0000 : out = 16'b0000000000000001;
		4'b0001 : out = 16'd2;
		4'b0010 : out = 16'd4;
		4'b0011 : out = 16'd8;
		4'b0100 : out = 16'd16;
		4'b0101 : out = 16'd32;
		4'b0110 : out = 16'd64;
		4'b0111 : out = 16'd128;
		4'b1000 : out = 16'd256;
		4'b1001 : out = 16'd512;
		4'b1010 : out = 16'd1024;
		4'b1011 : out = 16'd2048;
		4'b1100 : out = 16'd4096;
		4'b1101 : out = 16'd8192;
		4'b1110 : out = 16'd16384;
		4'b1111 : out = 16'd32768;
		default : out = 16'bz; 				 
	endcase
	end
endmodule
`timescale 1ns / 1ps
module MUX161(select,out,q0, q1, q2, q3, q4, q5, q6, q7,q8, q9, q10, q11, q12, q13, q14, q15);
	input [3:0] select;
	input [31:0] q0, q1, q2, q3, q4, q5, q6, q7,q8, q9, q10, q11, q12, q13, q14, q15;
	output reg [31:0] out;
  always @ (select,q0, q1, q2, q3, q4, q5, q6, q7,
            q8, q9, q10, q11, q12, q13, q14, q15)
  begin
    case (select)                                                    
		4'b0000 : out = q0;
		4'b0001 : out = q1;
		4'b0010 : out = q2;
		4'b0011 : out = q3;
		4'b0100 : out = q4;
		4'b0101 : out = q5;
		4'b0110 : out = q6;
		4'b0111 : out = q7;
		4'b1000 : out = q8;
		4'b1001 : out = q9;
		4'b1010 : out = q10;
		4'b1011 : out = q11;
		4'b1100 : out = q12;
		4'b1101 : out = q13;
		4'b1110 : out = q14;
		4'b1111 : out = q15; 
		default : out = 4'bzzzz; 
    endcase
  end
endmodule
`timescale 1ns / 1ps
module RegisterBank(dest,Din,srcadd1,srcadd2,src1,src2);
	input [3:0] dest,srcadd1,srcadd2;
	input [31:0] Din ;
	output [31:0] src1,src2;
	wire [15:0] registerAddress;
	wire [31:0] q0, q1, q2, q3, q4, q5, q6, q7,q8, q9, q10, q11, q12, q13, q14, q15;
	Decoder4to16 dec(.in(dest), .out(registerAddress));
	Registers regi(.Din(Din), .enable(registerAddress),.q0(q0), 
		.q1(q1), 
		.q2(q2), 
		.q3(q3), 
		.q4(q4), 
		.q5(q5), 
		.q6(q6), 
		.q7(q7), 
		.q8(q8), 
		.q9(q9), 
		.q10(q10), 
		.q11(q11), 
		.q12(q12), 
		.q13(q13), 
		.q14(q14), 
		.q15(q15));
	MUX161 mux1(.select(srcadd1), .out(src1),.q0(q0),.q1(q1), 
		.q2(q2), 
		.q3(q3), 
		.q4(q4), 
		.q5(q5), 
		.q6(q6), 
		.q7(q7), 
		.q8(q8), 
		.q9(q9), 
		.q10(q10), 
		.q11(q11), 
		.q12(q12), 
		.q13(q13), 
		.q14(q14), 
		.q15(q15));
	MUX161 mux2(.select(srcadd2), .out(src2),.q0(q0),.q1(q1), 
		.q2(q2), 
		.q3(q3), 
		.q4(q4), 
		.q5(q5), 
		.q6(q6), 
		.q7(q7), 
		.q8(q8), 
		.q9(q9), 
		.q10(q10), 
		.q11(q11), 
		.q12(q12), 
		.q13(q13), 
		.q14(q14), 
		.q15(q15));
endmodule
`timescale 1ns / 1ps
module Registers(Din,enable,q0, q1, q2, q3, q4, q5, q6, q7,q8, q9, q10, q11, q12, q13, q14, q15);
	input [31:0] Din;
	input[15:0] enable;
	output[31:0] q0, q1, q2, q3, q4, q5, q6, q7,q8, q9, q10, q11, q12, q13, q14, q15;
	singleRegister32 R0(.en(enable[0]), .q(q0), .Din(Din)); 
	singleRegister32 R1(.en(enable[1]), .q(q1), .Din(Din)); 
	singleRegister32 R2(.en(enable[2]), .q(q2), .Din(Din)); 
	singleRegister32 R3(.en(enable[3]), .q(q3), .Din(Din)); 
	singleRegister32 R4(.en(enable[4]), .q(q4), .Din(Din)); 
	singleRegister32 R5(.en(enable[5]), .q(q5), .Din(Din)); 
	singleRegister32 R6(.en(enable[6]), .q(q6), .Din(Din)); 
	singleRegister32 R7(.en(enable[7]), .q(q7), .Din(Din)); 
	singleRegister32 R8(.en(enable[8]), .q(q8), .Din(Din)); 
	singleRegister32 R9(.en(enable[9]), .q(q9), .Din(Din)); 
	singleRegister32 R10(.en(enable[10]), .q(q10), .Din(Din)); 
	singleRegister32 R11(.en(enable[11]), .q(q11), .Din(Din)); 
	singleRegister32 R12(.en(enable[12]), .q(q12), .Din(Din)); 
	singleRegister32 R13(.en(enable[13]), .q(q13), .Din(Din)); 
	singleRegister32 R14(.en(enable[14]), .q(q14), .Din(Din)); 
	singleRegister32 R15(.en(enable[15]), .q(q15), .Din(Din)); 
endmodule
`timescale 1ns / 1ps
module singleRegister32(en,q,Din);
	input en;
	input [31:0] Din;
	output [31:0] q;
	reg [31:0] q;
	always @ (en, Din)
	begin
			if(en && !(Din === 1'bz))
				q = Din;
	end 
endmodule
==> design/flow/run.sh <==
#!/bin/bash
# OpenROAD 26Q1-2900-gdf79404cd8, Yosys 0.63+post, stock flow scripts
make -C /OpenROAD-flow-scripts/flow DESIGN_CONFIG=/design/flow/config.mk WORK_HOME=/design/flow/orfs finish
==> design/flow/config.mk <==
export PLATFORM = sky130hd
export DESIGN_NAME = RegisterBank
export DESIGN_NICKNAME = RegisterBank
export VERILOG_FILES = /design/flow/design.v
export SDC_FILE = /design/flow/constraint.sdc
export NUM_CORES = 4
export LEC_CHECK = 1
export CORE_UTILIZATION = 50
==> design/flow/constraint.sdc <==
current_design RegisterBank

set clk_period 8.4
set clk_io_pct 0.2

create_clock -name clk0 -period $clk_period

set non_clock_inputs [all_inputs -no_clocks]
set_input_delay [expr $clk_period * $clk_io_pct] -clock clk0 $non_clock_inputs
set_output_delay [expr $clk_period * $clk_io_pct] -clock clk0 [all_outputs]
==> CHANGELOG.md <==
### Implementation results

* Area leader share at 0.480
* DRC errors left at 0
* Status: completed
* Port bufs at between 100 and 150
* Initial antenna violation count at 0
* Slew @ Worst Pin at between 1 and 1.5 ns
* Crit Path Max Fanout at 15
* Fill cell count at 2883
* TritonRoute pass-1 iters at 6
* Main area contributors: dlxtp_1 48%, a22oi_1 12%, a22o_1 4.5%, mux2i_1 4.2%, o32a_1 3.4%
* Post-CTS sizing at 0
* Critical Path Sink: src2[4]
* Asr flop ratio synth at 0
* Comb area at 0.00766 mm^2
* DP Wirelength at ~42000 um
* Mapped Cells at roughly 1800
* Psw at roughly 360 uW
* Post-CTS Setup Inserts at 0
* Cell type with the largest total area: dlxtp_1
* Placer Congestion at between 1 and 1.5
* RSZ-0062 raised after global routing: no
* Period utilization at 0.831
* CP required at 6.72 ns
* Fraction of layout cells with a size suffix above 1 at 0.0768
* Ys Warns at 6
* Max Clk Rate at between 100 and 150 MHz
* Max-cap check violation count at 0
* Pint at 302 uW
* Clock power share at 0
* Endpoints left unconstrained at 512
* Via density at just over 7
* Fin crit period at 6.98 ns
* Sequential Area at 0.00769 mm^2
* Area growth, synth to finish at 9.65%
* Netlist Area Pre-Place at 0.0160 mm^2
* I/O pins at 108
* Worst setup SP type: input pin
* Max VDD drop at 40.8 uV
* Post-CTS Hold Fix Bufs at 0
* Placed Area at roughly 0.018 mm^2
* Sequential Power Share at 0.130
* Largest net degree at the start of global routing at 50
* Die Span Y at roughly 180 um
* Number of global-route vias before repair at 15300
* Final setup viols at 0
* Gate power share at 0.870
* Post-DRT Antenna Nets at 0
* Tool Warnings at 32
* Main flop type: dlxtp_1
* Lkg Pwr at 0.00729 uW
* Max-slew violations at 0
* Sw frac at 0.540
* CP Launch Point: srcadd2[2]
* Overflow after GRT at 0
* Floorplan utilization at 0.508
* Hold WC Path Type: in2out
* Ys cells at 1753
* DR iter-0 viols at 1803
* Relative slew slack at 0.258
* Synth top cell by count: dlxtp_1
* Drt total wl at around 69000 um
* DP Worst Slack at around 1.6 ns
* Post-route cell area at approximately 0.018 mm^2
* Vias at 15700
* Avg WL per Cell at 31.7 um
* PnR worst setup slack at approximately 1.4 ns
* Top cells by count: 512 x dlxtp_1, 257 x a22oi_1, 99 x nor2_1
* Register pins left without a clock at 512
* Hold Violations, Final at 0
* Total negative setup slack at 0 ns
* Critical Path End Type: output pin
* First-pass GRT wire length at 100000 um
* Netlist cell types at approximately 52
* Die area at ~0.033 mm^2
* PwrDens at 37.4 mW/mm^2
* Non-filler cells, final at 2186
* Kind of critical path: in2out
* CP arrival at 5.30 ns
* Core footprint at 0.0316 mm^2
* Syn avg cell area at 9.14 um^2
* GRT Total Usage at 0.439
* DIE WIDTH at 181 um
* Number of inserted diodes at 0
* Yosys Chip Area at 0.0160 mm^2
* # rows at roughly 65
* Post-synth EDFFs at 0
* #FFs+latches synth at 512
* Placed insts at approximately 2200
kinds of logic after synthesis:
group / after synthesis / synth area share
AOI/OAI and AO/OA: 668 / 0.317
muxes: 78 / 0.0523
latches: 512 / 0.480
buffers and inverters: 183 / 0.0533
and+or+nand+nor: 312 / 0.0973
placed cells by master (no fill, tap or decap), drive strengths merged, types with 31 or more instances in the layout:
cell,count
dlxtp,512
a22oi,258
clkdlybuf4s50,101
nor2,100
a22o,82
buf,79
mux2i,68
a21oi,59
nand2b,57
o32a,54
nand2,54
a31oi,41
nor2b,39
inv,34
a211oi,31
a221oi,31
how the worst min path moves through the flow:
stage         cells past startpoint  slack [ns]       start  endpoint
CTS                               4        4.25  srcadd1[2]  src1[29]
global route                      4        4.31  srcadd1[3]  src1[10]
finish                            4        4.27  srcadd1[2]  src1[29]
layer usage:
layer,up-vias,global-route usage,wire length (um)
met5,-,0,0
met4,0,0.137,2920
met3,243,0.189,10300
met2,1269,0.636,29500
met1,7465,0.610,26700
li1,6764,-,-
per-stage QoR:
stage          hold WS [ns]  power (uW)   util
2_1_floorplan          3.65         354      -
3_3_place_gp           4.24         636  0.557
3_5_place_dp           4.25         634  0.557
4_1_cts                4.25         637  0.557
6_report               4.27         658  0.557
5_1_grt                4.31         681  0.557
cell type report:
| class | count | area share |
|---|---|---|
| Sequential cell | 512 | 0.437 |
| Tap cell | 402 | 0.0286 |
| Inverter | 34 | 0.00726 |
| Timing Repair Buffer | 180 | 0.0907 |
| Multi-Input combinational cell | 1058 | 0.436 |
power by group through the flow:
stage	logic, uW	registers [uW]	clock network [uW]
4_1_cts	552	85.0	0
5_1_grt	594	86.4	0
6_report	572	85.2	0
critical path, stage by stage:
cell and delay, ns:
clkdlybuf4s50_1 0.89, inv_1 0.52, nor2_2 0.73, buf_4 0.43, a22oi_1 0.15, o211ai_1 0.12, o32a_1 0.25, clkdlybuf4s50_1 0.49
Power is estimated from default activity; no workload was simulated.
