## /design/flow/run.sh

```bash
#!/bin/bash
# OpenROAD 26Q1-2900-gdf79404cd8, Yosys 0.63+post, stock flow scripts
make -C /OpenROAD-flow-scripts/flow DESIGN_CONFIG=/design/flow/config.mk WORK_HOME=/design/flow/orfs finish
```

## /design/flow/config.mk

```make
export PLATFORM = sky130hd
export DESIGN_NAME = MemoryControl
export DESIGN_NICKNAME = MemoryControl
export VERILOG_FILES = /design/flow/design.v
export SDC_FILE = /design/flow/constraint.sdc
export NUM_CORES = 4
export LEC_CHECK = 1
export CORE_AREA = 10 10 97 97
export DIE_AREA = 0 0 107 107
```

## /design/flow/constraint.sdc

```tcl
current_design MemoryControl

set clk_period 2.7
set clk_io_pct 0.2

create_clock -name clk0 -period $clk_period

set non_clock_inputs [all_inputs -no_clocks]
set_input_delay [expr $clk_period * $clk_io_pct] -clock clk0 $non_clock_inputs
set_output_delay [expr $clk_period * $clk_io_pct] -clock clk0 [all_outputs]
```

## /design/flow/design.v

```verilog
module MemoryControl(src1, src2, op_code, ram_data_in, ram_data_out, ram_rw_flag, sel_ldr_bus, sel_add_bus, address_add_bus, data_ldr_out);
	input [3:0] op_code;  
	input [31:0] src1, src2, ram_data_in;  
	output reg sel_add_bus;  
	output reg [31:0] data_ldr_out;
	output reg sel_ldr_bus;  
	output reg [15:0] address_add_bus;
	output reg ram_rw_flag;  
	output reg [31:0] ram_data_out;  
	always @ (*) 
		begin
			case (op_code)
				4'b1001:  
					begin
						sel_ldr_bus = 1'b1;
						data_ldr_out = ram_data_in;
						sel_add_bus = 1'b1;
						address_add_bus = src1[15:0]; 
						ram_rw_flag = 1'b1;
					end
				4'b1010:  
					begin
						sel_ldr_bus = 1'b0;
						sel_add_bus = 1'b1;
						address_add_bus = src1[15:0];
						ram_rw_flag = 1'b0;
						ram_data_out = src2;
					end
				default:  
					begin
						sel_ldr_bus = 1'b0;
						sel_add_bus = 1'b0;
						ram_rw_flag = 1'b0;
					end
			endcase
	end
endmodule
```

==> results.json <==
{
  "layout_top_cells": "167 x clkdlybuf4s50_1, 80 x dlxtn_1, 2 x nand2_1",
  "cp_slowest_cell": "clkdlybuf4s50_1",
  "mappedNetlistArea_sq_um": 1260,
  "totalWireLength_mm": 5.15,
  "cp.arrival_ps": 1840,
  "setup_slack_ps": 323,
  "row_count": 31,
  "cts_hold_buf": 0,
  "grt_pass1_wl_mm": 7.25,
  "post_cts_buffers": 0,
  "layout_top_cell": "clkdlybuf4s50_1",
  "drt_iter0_drc": 29,
  "p_leak_nw": 1.33,
  "globalRoute.totalOverflow": 0,
  "finalCritPeriodShare_pct": 88.0,
  "stdcell_count": 355,
  "portBuffers": 167,
  "end_kind": "primary output",
  "slew_viol_final": 0,
  "critical_path_required_ps": 2160,
  "period_needed_ps": 2380,
  "die_x_microns": 107,
  "cp_common_cell": "clkdlybuf4s50_1",
  "ir_drop_uv": 42.0,
  "first_pass_iters": 3,
  "syn_avg_cell_area_sq_um": 14.1,
  "via_per_inst": 3.35,
  "wl_per_cell_microns": 14.5,
  "fp_util_pct": 17.3,
  "areaGrowthSynthToFinish_pct": 143,
  "drc": 0,
  "drv_cap": 0,
  "setup_viol": 0,
  "antenna_found_initial": 0,
  "cts_resized": 0,
  "maxSlewHeadroom_pct": 43.6,
  "critPathMaxStageDelay_ps": 470,
  "tns_ps": 0,
  "crit_type": "input port to primary output",
  "die_h_microns": 107,
  "coreArea_sq_um": 7290,
  "num_antenna_cells": 0,
  "netlist_instances": 89,
  "finalHoldViolCount": 0,
  "tightest_slew_ps": 840,
  "ys_area_sq_um": 1260,
  "vias": 1190,
  "place.gp.congestion": 0.784,
  "grt_max_degree": 33,
  "dp.cells": 355,
  "io_pins": 183,
  "cp-start-kind": "input port",
  "grtUsageTotal_pct": 7.99,
  "unclocked_regs": 80,
  "path_max_fanout": 4,
  "worstPathCellList": "clkdlybuf4s50_1, and2b_4, and2_1, clkdlybuf4s50_1",
  "synth-seq-cells": 80,
  "pre_cts_ws_ps": 327,
  "layout-drive-gt1-share_pct": 0.781,
  "status": "finished clean",
  "yosys_warnings": 1,
  "synth_cell_type_count": 9,
  "untimed_endpoints": 160,
  "power_density_nw_per_um2": 112,
  "grt_pass1_vias": 1265,
  "hpwl_mm": 4.71,
  "ant_nets": 0,
  "rsz0062_at_grt": "no",
  "ys_cells": 89,
  "fmax_mhz": 421,
  "warnings": 48,
  "hp-class": "input port to primary output",
  "dieArea_sq_um": 11400
}
==> cell families (layout without fill, tap and decap cells) <==
logic type      count (synthesis)  after routing  synth area share (%)
compound gates                  2              2                 0.994
buf+inv                         1            168                 0.597
latches                        80             80                  95.3
simple gates                    6              6                  2.98
==> synthesized netlist by cell type <==
library cell | count | area share (%)
dlxtn_1 | 80 | 95
nand2_1 | 2 | 0.60
and2_1 | 1 | 0.50
and2b_1 | 1 | 0.60
and2b_4 | 1 | 0.80
buf_4 | 1 | 0.60
nor2b_1 | 1 | 0.50
o21a_1 | 1 | 0.60
o21ai_1 | 1 | 0.40
==> critical path: cells and delay by family <==
kind / cells / cell delay (ps)
AND/OR/NAND/NOR: 2 / 410
buffers and inverters: 2 / 880
==> flip-flops by register name (all words and copies together) (netlist names) <==
signal / count
data_ldr_out: 32
ram_data_out: 32
address_add_bus: 16
==> stage by stage <==
stage / hold slack (ps) / instance area (sq um) / total power, W / util, %
after floorplan: 1260 / 1260 / 0.000101 / -
after global placement: 2180 / 3050 / 0.000347 / 41.9
after detailed placement: 2180 / 3050 / 0.000349 / 41.9
after CTS: 2190 / 3050 / 0.000350 / 41.9
after global routing: 2240 / 3050 / 0.000367 / 41.9
final: 2180 / 3050 / 0.000343 / 41.9
==> worst paths after layout <==
check	from	endpoint	slack (ps)	cells after the start
min	op_code[3]	sel_add_bus	2180	4
max	op_code[1]	sel_ldr_bus	320	4
==> per-layer routing <==
metal	share of wire, %	wire length (microns)	GRT usage [%]	vias to the layer above
li1	-	-	-	603
met1	36	1860	8.47	511
met2	51	2640	14.7	76
met3	13	648	4.00	0
met4	0	0	0	0
met5	0	0	0	-
==> final cells by class <==
type | count | area [sq um]
multi-input cells | 8 | 50.0
flip-flops and latches | 80 | 1200
well taps | 99 | 124
repair buffers | 168 | 1680
fillers | 712 | 4240
==> power by group <==
group	leakage, nW	switching [W]	internal [W]
Clock	0	0	0
Sequential	0.652	0.0000129	0.0000922
Combinational	0.675	0.0000370	0.000201
No activity file was given, so power comes from the tool's default toggle rates.
