==> flow/config.mk <==
export PLATFORM = sky130hd
export DESIGN_NAME = MUXLDRBus
export DESIGN_NICKNAME = MUXLDRBus
export VERILOG_FILES = /design/flow/design.v
export SDC_FILE = /design/flow/constraint.sdc
export NUM_CORES = 4
export LEC_CHECK = 1
export CORE_AREA = 10 10 70 70
export DIE_AREA = 0 0 80 80
==> flow/constraint.sdc <==
current_design MUXLDRBus

set clk_period 1.0
set clk_io_pct 0.2

create_clock -name clk0 -period $clk_period

set non_clock_inputs [all_inputs -no_clocks]
set_input_delay [expr $clk_period * $clk_io_pct] -clock clk0 $non_clock_inputs
set_output_delay [expr $clk_period * $clk_io_pct] -clock clk0 [all_outputs]
==> flow/design.v <==
module MUXLDRBus(sel_ldr_mux, ram_result, alu_result, data_ldr_out);
	input sel_ldr_mux;  
	input [31:0] ram_result, alu_result;  
	output reg [31:0] data_ldr_out;  
	always @ (*)
		begin
			if (sel_ldr_mux) 
				begin
					data_ldr_out <= ram_result;  
				end
			else
				begin
					data_ldr_out <= alu_result;  
				end
		end
endmodule
==> flow/run.sh <==
#!/bin/bash
# OpenROAD 26Q1-2900-gdf79404cd8, Yosys 0.63+post, stock flow scripts
make -C /OpenROAD-flow-scripts/flow DESIGN_CONFIG=/design/flow/config.mk WORK_HOME=/design/flow/orfs finish
==> design notes <==
The type of destination of the critical path was an output port. With the worst relative slew slack at 93.3%, the peak supply drop is 180 uV. The final count of hold timing violations is 0, and the floorplan die area is 0.00640 sq mm. Combinational cells account for 100.0% of the total power. In this build the clock could be raised as far as 0.910 GHz. The logs give 807 for the via count of the first global-routing pass and 97 for the count of pins on the block boundary. With the portion of synthesized cell area occupied by the leading cell type at 82.8%, the count of cell types in the netlist is 4.

Chip height: 80 um. The data required time of the worst path was 800 ps; the largest fanout on the critical path was 6. The analysis attributes to net switching a power of 0.133 mW.

The number of antenna violations at the first check in global routing was 0. The share of final-layout standard cells stronger than drive strength 1 was 52.6%; the number of cells in Yosys stat was 36. Dividing total power by cell area gives a power density of 388 mW/mm^2.

Start point of the worst hold path: alu_result[22]. The area growth from synthesis to layout is 182%. The checks that failed: negative setup slack.

The synthesized instance count is 36, and the smallest setup slack after layout is -98.6 ps. The synthesized netlist occupies a cell area of 544 sq um. The report counts max-capacitance violations totalling 0. The routed layout reports a DRC error count of 0. The overall routed net length came out at 2.79 mm.

In this run the static leakage power is 0.840 nW. Kind of critical path: in -> out. The run gives 101 ps for the pin slew with the least headroom to its limit.

The mean cell area of the mapped netlist came out at 15.1 sq um. The data arrival time of the critical path is 900 ps. The kind of path behind the tightest hold check is in -> out. The floorplan has 21 rows. By instance count after routing, the leading logic cell types are 64 x dlygate4sd2_1, 32 x mux2_4, 17 x buf_6. The main area contributors are mux2_4 83%, buf_12 11%, mux2_2 4.1%. After layout, the clock buffer instance count stands at 0. Setup repair after global routing could not meet its margin everywhere.

The cell type with the highest aggregate area in the netlist is mux2_4. In the final report, the number of endpoints failing setup comes to 32. Kind of start point of the critical path: an input pin. The post-route clock period utilization was 110%. The global-route congestion overflow total is 0.

The total area inside the core boundary comes to 0.00342 sq mm. The run gives 697 as the via count. The tools report the total chip power as 0.594 mW. Routability-driven placement finished with a final weighted congestion of 0.786. Entering global routing, the biggest net connects 10 pins.

The pre-antenna-repair detailed-routing pass consisted of 2 iterations. Leading cell type in the layout, fill and taps excluded: dlygate4sd2_1. The post-detailed-route via-to-cell ratio is 3.85. For hold timing, the worst endpoint is data_ldr_out[22].

With the final worst hold slack at 794 ps, the count of port buffers added during placement is 97. The count of yosys warnings during synthesis was 1. Post-synthesis, Yosys gives the total cell area as 544 sq um. In this run switching power makes up 22.4% of total power.

For the max-slew violation total from the final report, the log shows 0. The count of cells along the worst hold path is 3, and the number of fill cells is 362. The clock period minus final worst setup slack came out at 1100 ps.

The flow reports that sequential cells draw 0% of the design power. Portion of the post-synthesis area used by sequential elements: 0%. The detailed placement HPWL was 2.39 mm.

The internal power of the cells totals 0.461 mW. The first-pass GRT wire length was 4.15 mm; the tally of OpenROAD warnings was 34. The number of sequential cells in the layout was 0; the total routing resource utilization after global routing was 7.97%. The flow reports that the clock network draws 0% of the design power.

The number of antenna cells inserted was 0; the register area was 0 sq um. For the floorplan-stage core utilization, the log shows 15.9%. The count of nets left with antenna violations once routing finished came out at 0. The violation tally recorded at the end of detailed-routing iteration 0 is 8. The width of the die works out to 80 um. The routed wirelength normalized by instance count was 15.4 um. The run finished, with violations left.
[critical path: stages]
cell	delay (ps)
buf_12	130
clkbuf_16	160
mux2_4	300
buf_6	110
[through the flow]
stage	std cells	setup slack [ps]	utilization [%]	instance area, sq um	setup TNS, ps
after global routing	181	-110	44.9	1530	-3000
after global placement	177	-493	45.0	1540	-15250
final	181	-98.6	44.9	1530	-2440
after CTS	180	-92.6	44.1	1510	-2530
after floorplan	36	66.9	-	544	0
after detailed placement	177	-502	45.0	1540	-15320
[logic make-up (layout without fill, tap and decap cells)]
logic type	after synthesis	count (layout)	share of synthesized area, %
muxes	32	32	86.9
buffers and inverters	4	103	13.1
[power groups by stage]
stage	registers (mW)	clock network, mW	logic (mW)
after CTS	0	0	0.596
after global routing	0	0	0.638
final	0	0	0.594
[layout make-up]
cell class | count | area [sq um] | area share, %
repair buffers | 103 | 995 | 64.9
multi-input cells | 32 | 480 | 31.3
well taps | 46 | 57.6 | 3.76
[worst max path at each step]
stage                        from  cells after the start  slack, ps                to
after CTS             sel_ldr_mux                      4        -90   data_ldr_out[4]
after global routing  sel_ldr_mux                      4       -110   data_ldr_out[2]
final                 sel_ldr_mux                      4       -100  data_ldr_out[20]
[Yosys cell counts, drive strengths merged]
| master | n |
|---|---|
| mux2 | 32 |
| buf | 4 |
[metal layers]
layer  GRT usage [%]  wire length [um]  up-vias
li1                -                 -      340
met1            9.36              1130      306
met2            14.0              1340       51
met3            3.18               318        0
met4               0                 0        0
met5               0                 0        -
[timing repair]
item / 4_1_cts / 5_1_grt
hold buffers: 0 / 0
endpoints found under the setup margin: 32 / 32
buffers inserted: 0 / 0
pin swaps: 0 / 0
cloned: 3 / 1
gates resized: 186 / 0
Power figures rest on the tool's default switching activity, not on a simulated workload.
